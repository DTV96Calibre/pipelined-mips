--- ./design.v ---
module enable(prev,cur,flag,clk);
input [31:0] prev;
input flag;
input clk;
output [31:0] cur;
always@(posedge clk)
begin
if(flag)
    cur = prev;
end
endmodule
--- ./run.sh ---
#!/bin/bash
# OpenROAD 26Q1-2900-gdf79404cd8, Yosys 0.63+post, stock flow scripts
make -C /OpenROAD-flow-scripts/flow DESIGN_CONFIG=/design/flow/config.mk WORK_HOME=/design/flow/orfs finish
--- ./config.mk ---
export PLATFORM = sky130hd
export DESIGN_NAME = enable
export DESIGN_NICKNAME = enable
export VERILOG_FILES = /design/flow/design.v
export SDC_FILE = /design/flow/constraint.sdc
export NUM_CORES = 4
export LEC_CHECK = 1
export CORE_AREA = 10 10 109 109
export DIE_AREA = 0 0 119 119
--- ./constraint.sdc ---
current_design enable

set clk_period 1.0
set clk_io_pct 0.2

create_clock -name clk0 -period $clk_period [get_ports {clk}]

set non_clock_inputs [all_inputs -no_clocks]
set_input_delay [expr $clk_period * $clk_io_pct] -clock clk0 $non_clock_inputs
set_output_delay [expr $clk_period * $clk_io_pct] -clock clk0 [all_outputs]
==> out/metrics.yaml <==
synthesis:
  simple_gate_share_pct: 0
  mux_share_pct: 0
  syn_inst: 32
  adder_share_pct: 0
  synthFlopType: "edfxtp_1"
  synth.area.top_cells: "edfxtp_1"
  numSynthFlops: 32
  async_reset_ff_share_pct: 0
  avgSynthCellArea_um2: 30.0
  common_cells: "edfxtp_1"
  syn-cell-area_um2: 961
  synth-edff-count: 32
  yosysChipArea_um2: 961
  aoi_share_pct: 0
  yosys.area.top_type_share_pct: 100
  yosysMostFrequentCell: "edfxtp_1"
  yosys_warnings: 2
  yosysTopAreaCell: "edfxtp_1"
  yosys_cells: 32
  ys_sh_xor_pct: 0
  synth.distinct_cells: 1
  postSynthSeqShare_pct: 100
floorplan:
  die_w_um: 119
  core_util_floorplan_pct: 9.97
  core.rowCount: 36
  dieHeight_um: 119
  dieArea_um2: 14200
  io_pins: 66
  coreArea_um2: 9640
cts:
  cts_sinks: 32
  cts_htree_levels: 2
  hold_buffers: 0
  cts.reportedPaths.clkPinSlew_ps: 70
  cts_buffers: 5
  tritoncts: "yes"
  cts_max_path_buffers: 2
  cts-root-buf: "clkbuf_8"
sta:
  tightest_slew_ps: 146
  setup_tns_ps: 0
  finalHoldViolations: 0
  slew_headroom_pct: 90.3
  holdWs_ps: 331
  drv_slew: 0
  fin_crit_sh_pct: 99.0
  fmax_mhz: 1010
  finalSetupViolCount: 0
  layout_min_cycle_time_ps: 990
  rsz0062_at_grt: "true"
pwr:
  p_per_area_nw_per_um2: 1770
  seqPwrFrac_pct: 51.9
  totalPowerFinal_mw: 3.11
  p_sw_uw: 598
  p_int_mw: 2.51
  p_sw_share_pct: 19.2
  leakage_nw: 0.637
  irDropWorstVdd_mv: 0.474
  comb_power_share_pct: 8.0
  pwr-share-clk_pct: 40.1
routing:
  remaining_drc_errors: 0
  wl_um: 3040
  via_per_inst: 2.47
  wl_per_cell_um: 12.6
  drt_iter0_drc: 22
  drtPass1Iterations: 2
  drtAntennaViolNets: 0
  vias: 596
worst_setup_path:
  cp.arrival_ps: 790
  cp-endpoint: "cur[18]"
  start_kind: "flop"
  crit_path_end_kind: "primary output"
  crit_cells: 1
  crit_chain: "buf_2"
  critPathMaxStageDelay_ps: 380
  required_ps: 800
  cp_max_fo: 1
  crit_family: "flip-flops"
  critPathSlowestCell: "edfxtp_1"
  critPathBufInv: 1
  worstSetupPathType: "reg -> out"
  critPathLaunch: "cur[18]"
cells_and_area:
  final_util_pct: 18.2
  final-comb-area_um2: 0
  syn2layout_area_growth_pct: 82.6
  logic_gates: 0
  drive_above_1_share_pct: 40.2
  final_cells: 241
  flop_area_um2: 961
  largest_register_ffs: 32
  n_fill_cell: 1077
global_route:
  grt_pass1_wl_um: 4510
  grt_max_degree: 25
  grt_usage_pct: 4.27
  grt_pass1_vias: 684
  gr-total-overflow: 0
  antenna_found_initial: 2
run:
  drv_cap: 0
  warnings: 27
place:
  gp_congestion: 0.659
  dp_hpwl_um: 2490
  place.port_buffers: 65
  placed_cells: 232
worst_hold_path:
  hold_class: "in -> reg"
outcome:
  status: "finished clean"
-- cells in the final DEF, fill, tap and decap left out --
cell type / instances
buf_2: 33
bufinv_16: 1
edfxtp_1: 32
buf_4: 1
clkinv_2: 1
clkdlybuf4s50_1: 32
buf_12: 1
diode_2: 1
clkbuf_8: 5
clkinvlp_4: 1
-- power groups by stage --
stage                 Clock, mW  Sequential, mW  Combinational (mW)
after CTS                  1.32            1.61               0.263
after global routing       1.39            1.63               0.276
final                      1.25            1.61               0.249
-- worst min-delay path by stage --
stage	from	to	slack [ps]	cells past startpoint
CTS	flag	cur[9]	320	2
global route	flag	cur[9]	330	2
finish	flag	cur[9]	330	2
-- area by class of cell --
class                 instances  area share [%]
clock inverter                3            2.43
antenna                       1           0.143
timing repair buffer         67            29.2
sequential                   32            54.8
clock buffer                  5            3.92
tap                         133            9.49
-- logic make-up after synthesis --
group,after synthesis
flip-flops,32
-- per-stage QoR --
stage	cell area [um^2]	worst slack, ps
after floorplan	961	501
after global placement	1800	-25.9
after detailed placement	1800	-27.3
after CTS	1750	-18.1
after global routing	1750	-42.1
final	1750	10.2
-- per-layer routing --
layer	track usage, %	part of all wire (%)	wire length, um	up-vias
li1	-	-	-	277
met1	4.79	38	1170	266
met2	5.84	41	1240	46
met3	4.27	19	588	5
met4	0.458	1.0	31	2
met5	0	0.56	17	-
-- what timing repair did --
item | CTS | global route
resized | 102 | 0
endpoints found under the setup margin | 32 | 28
pin swaps | 0 | 0
gates cloned | 0 | 0
setup buffers | 0 | 0
Power figures rest on the tool's default switching activity, not on a simulated workload.
